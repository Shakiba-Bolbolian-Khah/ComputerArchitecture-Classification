==> run.sh <==
#!/bin/bash
# OpenROAD 26Q1-2900-gdf79404cd8, Yosys 0.63+post, stock flow scripts
make -C /OpenROAD-flow-scripts/flow DESIGN_CONFIG=/design/flow/config.mk WORK_HOME=/design/flow/orfs finish
==> constraint.sdc <==
current_design LearningMachine

set clk_period 13.7
set clk_io_pct 0.2

create_clock -name clk0 -period $clk_period [get_ports {clk}]

set non_clock_inputs [all_inputs -no_clocks]
set_input_delay [expr $clk_period * $clk_io_pct] -clock clk0 $non_clock_inputs
set_output_delay [expr $clk_period * $clk_io_pct] -clock clk0 [all_outputs]
==> config.mk <==
export PLATFORM = sky130hd
export DESIGN_NAME = LearningMachine
export DESIGN_NICKNAME = LearningMachine
export VERILOG_FILES = /design/flow/design.v
export SDC_FILE = /design/flow/constraint.sdc
export NUM_CORES = 4
export LEC_CHECK = 1
export CORE_UTILIZATION = 40
==> design.v <==
`timescale 1ns/1ns
module Controller(input clk, rst, start, compare, flag, output InitYin, InitW1, InitW2, InitB, InitFlag, InitAlpha, LdX1, LdX2, LdT, Select2, LdYin, LdFlag, LdAlphaT, LdW1, LdW2, LdB,ReadEn,Ready, output [1:0] Select1, Sel1, Sel2);
	reg initYin, initW1, initW2, initB, initFlag, initAlpha, ldX1, ldX2, ldT, select2, ldYin, ldFlag, ldAlphaT, ldW1, ldW2, ldB;
	reg [1:0] select1, sel1, sel2;
	reg [3:0] ns, ps;
	reg ldCnt, cntDown;
	reg readEn, ready;
	wire co;
	reg [7:0] Cout;
	always@(ps, start, co, compare, flag)begin
		ns = 4'b0;
		case(ps)
			4'b0000: begin
				ns = (start)? 4'b0001 : 4'b0000;
			  end
			4'b0001: begin
				ns = 4'b0010;
				end
			4'b0010: begin
				ns = 4'b0011;
				end
			4'b0011: begin
				ns = 4'b0100;
				end
			4'b0100: begin
				ns = 4'b0101;
				end
			4'b0101: begin
				ns = compare ? 4'b0110 : 4'b1010;
				end
			4'b0110: begin
				ns = 4'b0111;
				end
			4'b0111: begin
				ns = 4'b1000;
				end
			4'b1000: begin
				ns = 4'b1001;
				end
			4'b1001: begin
				ns = 4'b1010;
				end
			4'b1010: begin
				ns = (co == 0) ? 4'b0010 : 
				     (flag == 1) ? 4'b1011 : 
				     (flag == 0) ? 4'b0000 : 4'b1010;
				end
			4'b1011: begin
			  ns = 4'b0010;
			  end
			default: ns = 4'b0000;
		endcase
	end
	always@(ps)begin
		{initYin, initW1, initW2, initB, initFlag, ldCnt, initAlpha, ldX1, ldX2, ldT, cntDown, select2, ldYin, ldFlag, ldAlphaT, ldW1, ldW2, ldB} = 18'b0;
		readEn = 1'b0;
		ready = 1'b0;
		select1 = 2'b0;
		sel1 = 2'b0;
		sel2 = 2'b0;
		case(ps)
			4'b0000: begin
				ready = 1;
			  end
			4'b0001: begin
				initW1 = 1;
				initW2 = 1;
				initB = 1;
				initYin = 1;
				ldCnt = 1;
				initAlpha = 1;
				end
			4'b0010: begin
				ldX1 = 1;
				ldX2 = 1;
				ldT = 1;
				cntDown = 1;
				readEn = 1;
				end
			4'b0011: begin
				sel1 = 2'b00;
				sel2 = 2'b01;
				select1 = 2'b01;
				select2 = 1;
				ldYin = 1;
				end
			4'b0100: begin
				sel1 = 2'b01;
				sel2 = 2'b10;
				select1 = 2'b00;
				select2 = 1;
				ldYin = 1;
				end
			4'b0101: begin
				end
			4'b0110: begin
				sel1 = 2'b10;
				sel2 = 2'b0;
				ldAlphaT = 1;
				ldFlag = 1;
				end
			4'b0111: begin
				sel1 = 2'b11;
				sel2 = 2'b01;
				select2 = 1;
				select1 = 2'b10;
				ldW1 = 1;
				end
			4'b1000: begin
				sel1 = 2'b11;
				sel2 = 2'b10;
				select2 = 1;
				select1 = 2'b11;
				ldW2 = 1;
				end
			4'b1001: begin
				select2 = 0;
				select1 = 2'b01;
				ldB = 1;
				end
			4'b1010: begin
				end
			4'b1011: begin
			  ldCnt = 1;
			  initFlag = 1;
			  end
		endcase
	end
	always@(posedge clk,posedge rst)begin
		if(rst) ps <= 4'b0000;
		else ps <= ns;
	end
	always@(posedge clk, posedge rst)begin
	  if(rst)
	    Cout = 8'b11001000;
	  else begin
	    if(ldCnt) Cout <= 8'b11001000;
	    else if(cntDown) Cout <= Cout - 1;
	  end
  end
  assign co = ~|{Cout};
  assign InitYin = initYin;
  assign InitW1 = initW1;
  assign InitW2 = initW2;
  assign InitB = initB;
  assign InitFlag = initFlag;
  assign LdCnt = ldCnt;
  assign InitAlpha = initAlpha;
  assign LdX1 = ldX1;
  assign LdX2 = ldX2;
  assign LdT = ldT;
  assign CntDown = cntDown;
  assign Select1 = select1;
  assign Select2 = select2;
  assign LdYin = ldYin;
  assign LdFlag = ldFlag;
  assign LdAlphaT = ldAlphaT;
  assign LdW1 = ldW1;
  assign LdW2 = ldW2;
  assign LdB = ldB;
  assign Sel1 = sel1;
  assign Sel2 = sel2;
  assign ReadEn = readEn;
  assign Ready = ready;
endmodule
`timescale 1ns/1ns
module DataPath(input clk,rst, input [6:0] x1Data,x2Data, input [1:0] tData, input InitYin, InitW1, InitW2, InitB, InitFlag, InitAlpha, LdX1, LdX2, LdT, Select2, LdYin, LdFlag, LdAlphaT, LdW1, LdW2, LdB, input [1:0]  Select1, Sel1, Sel2, output compare, flag, output[1:0] signYin, output[13:0] w1,w2,b,Yin);
  wire [6:0] x1,x2;
  wire [1:0] t;
  wire [2:0] alpha,alphaT;
  wire [13:0] AddOut,MultOut,MultOp1,MultOp2,AddOp1,AddOp2;
  wire [13:0] castedT,castedAlphaT,castedAlpha,castedX1,castedX2;
  assign castedT = t[1] ? {4'b1111, t, 8'b0}: {4'b0, t, 8'b0};
  assign castedAlphaT = alphaT[2] ? {5'b11111, alphaT, 6'b0}: {5'b0, alphaT, 6'b0};
  assign castedAlpha = alpha[2] ? {5'b11111, alpha, 6'b0}: {5'b0, alpha, 6'b0};
  assign castedX1 = x1[6] ? {3'b111, x1, 4'b0}: {3'b0, x1, 4'b0};
  assign castedX2 = x2[6] ? {3'b111, x2, 4'b0}: {3'b0, x2, 4'b0};
  FlagReg FLAG(clk,rst,LdFlag,InitFlag, flag);
  Reg2bit T(clk,rst,LdT,1'b0,tData,t);
  Reg3bit ALPHA(clk,rst,InitAlpha,1'b0,3'b011, alpha);
  Reg3bit ALPHAT(clk,rst,LdAlphaT,1'b0,MultOut[8:6], alphaT);
  Reg7bit X1(clk,rst,LdX1,1'b0,x1Data, x1);
  Reg7bit X2(clk,rst,LdX2,1'b0,x2Data, x2);
  Reg14bit W1(clk,rst,LdW1,InitW1,AddOut, w1);
  Reg14bit W2(clk,rst,LdW2,InitW2,AddOut, w2);
  Reg14bit B (clk,rst,LdB,InitB,AddOut, b);
  Reg14bit YIN (clk,rst,LdYin,InitYin,AddOut, Yin);
  Mux4to1 MULTOP1(Sel1,w1,w2,castedT,castedAlphaT, MultOp1);
  Mux4to1 MULTOP2(Sel2,castedAlpha,castedX1,castedX2,14'b0, MultOp2);
  Mux4to1 ADDOP1(Select1,Yin,b,w1,w2, AddOp1);
  Mux2to1 ADDOP2(Select2,castedAlphaT,MultOut, AddOp2);
  multiplier MULTIPLIER(MultOp1,MultOp2, MultOut);
  adder ADDER(AddOp1,AddOp2, AddOut);
  assign compare = (Yin == 14'b0) ? 1 : (Yin[13] ^ t[1]);
  assign signYin = Yin[13] ? 2'b11 : 2'b01;  
endmodule
`timescale 1ns/1ns
module FlagReg(input clk,rst,loadData,initVal, output out);
  reg outData;
  assign out = outData;
  always@(posedge clk, posedge rst)begin
    if(rst) outData <= 1'b0;
    else
    begin
      if(initVal) outData <= 1'b0;
      else
    begin
    if (loadData) outData <= 1'b1;
    else outData <= outData;
    end
  end
  end
endmodule
`timescale 1ns/1ns
module LearningMachine(input clk,rst, start, input [6:0] x1Data,x2Data, input [1:0] tData, output[1:0] signYin, output[13:0] w1,w2,b,Yin,output ReadEn, Ready);
  wire [1:0]Select1, Sel1, Sel2;
  wire  flag, InitYin, InitW1, InitW2, InitB, InitFlag, InitAlpha, LdX1, LdX2, LdT, Select2, LdYin, LdFlag, LdAlphaT, LdW1, LdW2, LdB;
  Controller controller(clk, rst, start, compare, flag, InitYin, InitW1, InitW2, InitB, InitFlag, InitAlpha, LdX1, LdX2, LdT, Select2, LdYin, LdFlag, LdAlphaT, LdW1, LdW2, LdB, ReadEn, Ready, Select1, Sel1, Sel2);
  DataPath datapath(clk,rst, x1Data,x2Data, tData, InitYin, InitW1, InitW2, InitB, InitFlag, InitAlpha, LdX1, LdX2, LdT, Select2, LdYin, LdFlag, LdAlphaT, LdW1, LdW2, LdB, Select1, Sel1, Sel2, compare, flag, signYin, w1,w2,b,Yin);
endmodule
`timescale 1ns/1ns
module Mux2to1(input select, input [13:0]in1,in2, output [13:0]MuxOut);
  assign MuxOut = ~select ? in1 : in2;
endmodule
`timescale 1ns/1ns
module Mux4to1(input [1:0]select, input [13:0]in1,in2,in3,in4, output [13:0]MuxOut);
  assign MuxOut = select==2'b00 ? in1 :
          select==2'b01 ? in2 :
          select==2'b10 ? in3 :
          select==2'b11 ? in4 : 14'bz;
endmodule
`timescale 1ns/1ns
module Reg14bit(input clk,rst,loadData,initVal, input [13:0] inData, output[13:0] out);
  reg [13:0] outData;
  assign out = outData;
  always@(posedge clk, posedge rst)begin
    if(rst) outData <= 14'b0;
    else
    begin
      if(initVal) outData <= 14'b0;
      else
    begin
    if (loadData) outData <= inData;
    else outData <= outData;
    end
  end
  end
endmodule
`timescale 1ns/1ns
module Reg2bit(input clk,rst,loadData,initVal, input [1:0] inData, output[1:0] out);
  reg [1:0] outData;
  assign out = outData;
  always@(posedge clk, posedge rst)begin
    if(rst) outData <= 2'b0;
    else
    begin
      if(initVal) outData <= 2'b0;
      else
    begin
    if (loadData) outData <= inData;
    else outData <= outData;
    end
  end
  end
endmodule
`timescale 1ns/1ns
module Reg3bit(input clk,rst,loadData,initVal, input [2:0] inData, output[2:0] out);
  reg [2:0] outData;
  assign out = outData;
  always@(posedge clk, posedge rst)begin
    if(rst) outData <= 3'b0;
    else
    begin
      if(initVal) outData <= 3'b0;
      else
    begin
    if (loadData) outData <= inData;
    else outData <= outData;
    end
  end
  end
endmodule
`timescale 1ns/1ns
module Reg7bit(input clk,rst,loadData,initVal, input [6:0] inData, output[6:0] out);
  reg [6:0] outData;
  assign out = outData;
  always@(posedge clk, posedge rst)begin
    if(rst) outData <= 7'b0;
    else
    begin
      if(initVal) outData <= 7'b0;
      else
    begin
    if (loadData) outData <= inData;
    else outData <= outData;
    end
  end
  end
endmodule
`timescale 1ns/1ns
module adder( input [13:0] op1, op2, output [13:0] result );
  assign result = op1 + op2;
endmodule
`timescale 1ns/1ns
module multiplier( input [13:0] op1, op2, output [13:0] result );
  wire [27:0] w;
  wire signed [13:0] operand1,operand2;
  assign operand1 = op1;
  assign operand2 = op2;
  assign w = operand1 * operand2;
  assign result = w[21:8];
endmodule
==> notes.md <==
This memo summarizes the results of the implementation run.

Clock tree
Per the CTS log, the maximum H-tree level is 3. The count of hold buffers inserted by post-cts repair is 0. In this run, post-CTS repair resized a total of 0 instances. Counting every sink on the clock net gives 89. The number of CTS-inserted buffers is 9. Per the CTS log, the buffer count on the longest clock path is 2. As reported, the later end of the worst-skew pair has a clock insertion delay of 0.34 ns.

Clock tree synthesis selected as its root buffer the cell clkbuf_16. TritonCTS built the clock tree. Buffers added to address setup during post-CTS repair amount to 0. The clock-pin slew on the worst setup and hold paths is 0.07 ns.

STA
The worst path meets setup with 4.64 ns of slack. Of the available clock period, the critical path in the final layout requires 0.661. The last timing report of the flow puts the setup violation total at 0. The slew at the pin closest to its max-slew limit is 0.926 ns. The final number of max-transition violations is 0.

Setup repair after global routing left no endpoint under its margin. For the final routed database, the setup TNS stands at 0 ns. Between clock sinks in the finished design, the worst skew comes to 0.0101 ns. The fmax is 110 MHz. The worst-case max-slew headroom was logged as 0.383. The minimum clock period is 9.06 ns.

The count of final hold-check violations is 0.

Logic synthesis
Counting flops and latches in the post-synthesis netlist gives 89. Counting the warning lines in the Yosys log gives 10. The most used flip-flop cell after synthesis is dfrtp_1. Yosys instantiated no cell more often than nand2_1. Yosys stat counts 976 cells in the synthesized netlist. Sorting the synthesized cells by how often they occur yields nand2_1 (195), inv_1 (96), dfrtp_1 (86).

The share of the Yosys chip area taken by registers is 0.249. The mapped netlist covers 0.00895 mm^2. The async set or reset register ratio after synthesis is 1.00.

Dividing the synthesized area by the synthesized cell count gives 9.17 um^2. The netlist uses 70 different library cells. For reference, the top cells by area after synthesis are dfrtp_1 (24%), fa_1 (19%), ha_1 (11%). After synthesis, the chip area reported by Yosys is 0.00895 mm^2. Of the post-synthesis cell area, the dominant cell type holds 0.240. The count of flip-flops with a built-in enable after synthesis is 0. The cell taking the most area after synthesis is dfrtp_1. The synthesized netlist cell count is 976.

Placement
STA on the placed design reports a worst setup slack of 4.75 ns. The count of buffers inserted at the top-level ports is 77. The area of placed instances is 0.00999 mm^2. Once detailed placement completed, the half-perimeter wirelength came to 18,600 um. Routability-driven placement finished with a final weighted congestion of 0.912.

Critical path
STA classifies the critical path startpoint as a register. The script reports the combined buffer and inverter count of the critical path as 5. The endpoint of the worst-slack reg-to-reg timing path is datapath.YIN.outData[13]. Per the STA report, the cell with the highest stage delay on the worst path is and3b_1.

The data arrival time at the worst-slack endpoint is 9.34 ns. The critical path in this run is classified as reg -> reg. The startpoint identified for the worst register-to-register timing path is controller.ps[1].

The element type at the critical path end is a register. The required time at the worst-slack endpoint is 13.98 ns. The kind of cell adding the most delay to the critical path is adder cells. The maximum fanout along the worst path is 16.

In this design, the stage delay of the slowest critical-path cell is 0.67 ns. STA shows the worst reg2reg path with a cell count of 33. The worst-case reg-to-reg setup slack stands at 4.64 ns.

Drt
Per the detail_route report, inserted antenna diodes total 0. The first TritonRoute pass finished after 4 iterations. Dividing the detail-routed wire length by the instance count gives 17.4 um. The detailed router's first-iteration violation count is 334. The final routed DRC violation total is 0. The wire length after detailed routing is 23,000 um. For this block, the via count after detailed routing is 6,945. The script logs the ratio of routed vias to standard cells as 5.25.

The number of nets still failing antenna checks after routing is 0.

Floorplanning
During I/O placement, the number of pins put on the boundary was 79. In this run the horizontal extent of the chip is 152 um. Measured along the y axis, the die boundary spans 152 um. The initialized floorplan defines 54 standard-cell rows. The effective utilization at floorplan is 0.409. The die area is 0.0230 mm^2.

According to the floorplan report, the placeable core area is 0.0219 mm^2.

GRT
Entering global routing, the biggest net connects 56 pins. The initial antenna violation count was 0. The via count of the first global-routing pass is 6,902. The total track usage is 0.229. Summed over all layers, the global routing overflow is 0. The first-pass GRT wire length is 38,200 um.

Worst hold path
The cell count of the worst hold path is 2. STA reports the tightest min-delay check as being of type reg -> reg. The endpoint with the worst hold slack is datapath.X2.outData[2]. STA lists the startpoint of the worst hold path as datapath.X2.outData[2].

Cells and area
The share of layout cells above drive strength 1 is 0.0642. Counting the fill cells in the layout gives 2,075. The total non-filler cell area in the finished layout is 0.0103 mm^2.

The flow measured a signed area growth from synthesis to layout of 15.1%. The end-of-flow core utilization is 0.470.

Flow run
The number of warnings in the stage logs is 28. The report counts max-capacitance violations totalling 0.

Pwr
The worst voltage drop across the vdd grid is 0.147 mV. The script extracted a total leakage power of 4.95 nW. Summing internal, switching and leakage power gives 0.00287 W. The report lists the power per cell area as 279 mW/mm^2.

Status
The flow ran to the end, and the final reports show no timing, DRC or antenna violations.
-- metal layers --
metal  vias up  GRT usage  wire (um)
li1       3387          -          -
met1      3363      0.357      10500
met2       183      0.354      10800
met3        12     0.0537       1480
met4         0     0.0139        172
met5         -          0          0
-- cell usage in the layout (no fill, tap or decap), types with 32 or more instances in the layout --
cell / Yosys / routed
xnor2_1: 32 / 32
inv_1: 96 / 95
dfrtp_1: 86 / 86
o21ai_0: 57 / 57
fa_1: 84 / 84
a21oi_1: 42 / 42
nand2_1: 195 / 195
nor2_1: 66 / 66
clkdlybuf4s50_1: 0 / 77
ha_1: 76 / 76
-- state kept, by name, indices dropped and copies added, names as in the netlist --
| register | cells |
|---|---|
| datapath.B.outData | 14 |
| datapath.W1.outData | 14 |
| datapath.W2.outData | 14 |
| datapath.YIN.outData | 14 |
| controller.Cout | 8 |
| datapath.X1.outData | 7 |
| datapath.X2.outData | 7 |
| controller.ps | 4 |
| datapath.ALPHAT.outData | 3 |
| datapath.T.outData | 2 |
| datapath.ALPHA.outData | 1 |
| datapath.FLAG.outData | 1 |
-- tightest hold or removal path, stage by stage, from the launching register on --
cell	delay [ns]
dfrtp_1	0.35
nand2_1	0.05
nand2_1	0.05
-- report_power, final --
group / total [W] / internal [W] / switching (W)
logic: 0.00211 / 0.000909 / 0.00121
clock network: 0.000255 / 0.000148 / 0.000108
registers: 0.000500 / 0.000369 / 0.000132
total: 0.00287 / 0.00143 / 0.00145
-- through the flow --
stage | instances | hold WS (ns)
6_report | 1324 | 0.483
5_1_grt | 1324 | 0.515
4_1_cts | 1324 | 0.487
3_5_place_dp | 1308 | 0.470
3_3_place_gp | 1308 | 0.464
2_1_floorplan | 976 | 0.445
-- worst max-delay path by stage --
stage	cells past startpoint	from	end	slack (ns)
4_1_cts	33	controller.ps[1]	datapath.YIN.outData[13]	4.66
5_1_grt	33	controller.ps[3]	datapath.YIN.outData[13]	3.99
6_report	33	controller.ps[1]	datapath.YIN.outData[13]	4.64
-- cell families (layout without fill, tap and decap cells) --
group                      after synthesis  after routing  share of synthesized area
and+or+nand+nor                        335            335                      0.163
muxes                                   23             23                     0.0460
other                                    1              1                   0.000419
buffers and inverters                  134            202                     0.0602
xor gates and xnor gates                48             48                     0.0502
DFF                                     89             89                      0.249
adders and majority gates              161            161                      0.295
AOI/OAI and AO/OA                      185            185                      0.136
-- cell type report --
class | instances | area (um^2) | share of cell area
clock buffer | 11 | 243 | 0.0236
clock inverter | 5 | 63.8 | 0.00620
inverter | 96 | 362 | 0.0351
multi-input combinational | 753 | 6180 | 0.600
sequential | 89 | 2230 | 0.217
tap | 280 | 350 | 0.0340
timing repair buffer | 90 | 868 | 0.0843
Power is estimated from default activity; no workload was simulated.
