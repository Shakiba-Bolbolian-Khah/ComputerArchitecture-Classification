<file path="/design/flow/design.v">
`timescale 1ns/1ns
module TesterLearningMachine( input [13:0] W1,W2,B, input [6:0]X1,X2, output[1:0] SignYin);
  wire [13:0] result;
  wire signed [13:0] w1,w2;
  wire signed [6:0] x1,x2;
  assign w1 = W1;
  assign w2 = W2;
  assign x1 = X1;
  assign x2 = X2;
  wire [27:0] mult1 , mult2;
  assign mult1 = x1 * w1;
  assign mult2 = x2 * w2;
  assign result = mult1[17:4] + mult2[17:4] + B;
  assign SignYin = result[13]? 2'b11 : 2'b01;
endmodule
</file>
<file path="/design/flow/run.sh">
#!/bin/bash
# OpenROAD 26Q1-2900-gdf79404cd8, Yosys 0.63+post, stock flow scripts
make -C /OpenROAD-flow-scripts/flow DESIGN_CONFIG=/design/flow/config.mk WORK_HOME=/design/flow/orfs finish
</file>
<file path="/design/flow/config.mk">
export PLATFORM = sky130hd
export DESIGN_NAME = TesterLearningMachine
export DESIGN_NICKNAME = TesterLearningMachine
export VERILOG_FILES = /design/flow/design.v
export SDC_FILE = /design/flow/constraint.sdc
export NUM_CORES = 4
export LEC_CHECK = 1
export CORE_UTILIZATION = 40
</file>
<file path="/design/flow/constraint.sdc">
current_design TesterLearningMachine

set clk_period 11.4
set clk_io_pct 0.2

create_clock -name clk0 -period $clk_period

set non_clock_inputs [all_inputs -no_clocks]
set_input_delay [expr $clk_period * $clk_io_pct] -clock clk0 $non_clock_inputs
set_output_delay [expr $clk_period * $clk_io_pct] -clock clk0 [all_outputs]
</file>
==> results.json <==
{
  "grt_max_degree": 12,
  "drt_iter0_drc": 131,
  "mostFrequentLayoutCell": "inv_1",
  "antenna_found_initial": 0,
  "hp-class": "in -> out",
  "outcome": "finished, final reports clean",
  "firstDrtPassIters": 4,
  "slew_viol_final": 0,
  "worst_setup_path_start_kind": "input port",
  "drive_gt1_share_pct": 5.50,
  "clockBufferCount": 0,
  "combPwrFrac_pct": 100.0,
  "ys_area_mm2": 0.00667,
  "die_w_um": 131,
  "area_growth_pct": 16.4,
  "slowest_stage": "fa_1",
  "setup_viol": 0,
  "tns_ns": 0,
  "die_h_um": 131,
  "grtUsageTotal_pct": 16.7,
  "crit_fanout": 4,
  "fp_util_pct": 41.5,
  "relSlewSlack_pct": 61.7,
  "grt_pass1_vias": 5019,
  "switching_share_pct": 49.5,
  "die-area_mm2": 0.0172,
  "crit_top_cell": "fa_1",
  "switching_power_w": 0.000992,
  "ys_seq_share_pct": 0,
  "crit_path_max_incr_delay_ns": 0.53,
  "syn_area_per_cell_um2": 8.73,
  "flop_area_um2": 0,
  "core-area_mm2": 0.0161,
  "vias": 4821,
  "fin_cells": 1053,
  "area_leaders": "fa_1 41%, ha_1 15%, inv_1 11%",
  "synth_area_leader_cell": "fa_1",
  "ys_warn_count": 0,
  "hold_buffers": 0,
  "timing.hold.ws_ns": 6.21,
  "ir_drop_mv": 0.651,
  "tightest_slew_ns": 0.561,
  "routabilityCongestion": 0.847,
  "row_count": 46,
  "postLayoutCellArea_mm2": 0.00776,
  "p_per_area_mw_per_mm2": 258,
  "wire_per_inst_um": 11.8,
  "ys_cells": 764,
  "critical_path_arrival_ns": 8.77,
  "wirelength_um": 12400,
  "drc": 0,
  "grt.overflow.total": 0,
  "worstPathRequired_ns": 9.12,
  "grt_pass1_wl_um": 22800,
  "synth_cell_types": 47,
  "end_kind": "output pin",
  "p_leak_nw": 4.06,
  "power.share.clock_pct": 0,
  "fmax_mhz": 90.5,
  "antenna_left": 0,
  "diodes": 0,
  "place_area_mm2": 0.00766,
  "post-route-min-period_ns": 11.05,
  "maxCapViolCount": 0,
  "tool_warnings": 32,
  "vias_per_cell": 4.58,
  "hold_viol_final": 0,
  "synthesis.area_mm2": 0.00667,
  "path_class": "in -> out",
  "layout_top_cells": "196 x inv_1, 138 x fa_1, 113 x and2_1",
  "numPortBuffers": 57,
  "ff_count": 0,
  "ios": 58,
  "p_seq_share_pct": 0,
  "min_period_over_period_pct": 96.9,
  "p_int_w": 0.00101,
  "synthCells": 764,
  "dp_hpwl_um": 11300,
  "dp_cells": 1051,
  "top_cell_area_share_pct": 41.4
}
-- path summary, 6_finish.rpt --
kind                  startpoint    endpoint  slack [ns]  cells past startpoint
worst min-delay path       X2[5]  SignYin[1]        6.21                     10
worst max-delay path       W1[5]  SignYin[1]        0.35                     25
-- timing repair --
action	4_1_cts	5_1_grt
pin swaps	0	6
hold endpoints to repair	0	0
buffers inserted	0	2
endpoints found under the setup margin	1	1
resized	2	27
-- power groups by stage --
stage	Combinational (W)	Clock (W)	Sequential (W)
4_1_cts	0.00200	0	0
5_1_grt	0.00234	0	0
6_report	0.00200	0	0
-- layer usage --
| metal | global-route usage (%) | routed length, µm |
|---|---|---|
| met4 | 0.196 | 17 |
| met5 | 0 | 0 |
| met3 | 1.49 | 377 |
| met1 | 27.3 | 6240 |
| met2 | 27.0 | 5740 |
-- layout make-up --
cell class                 instances  area [µm²]
fill                            1572        8300
multi-input combinational        553        5920
timing repair buffer              87         836
inverter                         197         739
tap                              216         270
-- kinds of logic after synthesis --
group | after synthesis | share of synthesized area (%)
compound gates | 68 | 7.13
xor+xnor | 48 | 6.51
fa+ha+maj | 218 | 56.4
buf+inv | 211 | 11.9
other cells | 1 | 0.0562
simple gates | 218 | 18.0
-- synthesized netlist by cell type (2+ instances only) --
library cell	number
o21bai_1	4
clkbuf_1	13
nor2b_1	8
a21oi_1	17
xor2_1	14
fa_1	138
xnor2_1	33
o21a_1	5
o21ai_1	4
o21ai_0	8
nand2_1	56
nand2b_1	15
and2_1	113
inv_1	197
ha_1	80
nand3_1	3
a31oi_1	4
nand4_1	3
nor2_1	13
a2111oi_0	2
and3_1	2
a21o_1	7
-- worst max-delay path, delay by kind of cell --
| family | cells | cell delay (ns) |
|---|---|---|
| AND-OR/OR-AND | 7 | 1.26 |
| XOR/XNOR | 3 | 0.60 |
| buffers and inverters | 6 | 1.03 |
| adder cells (fa/ha/maj) | 7 | 3.04 |
| AND/OR/NAND/NOR | 2 | 0.54 |
-- metrics by stage --
step                      util, %  power (W)  setup slack [ns]
after floorplan                 -    0.00150              1.16
after global placement       47.7    0.00198            0.0727
after detailed placement     47.7    0.00197            0.0273
after CTS                    47.7    0.00200            0.0197
after global routing         48.3    0.00234           -0.0195
final                        48.3    0.00200             0.352
No activity file was given, so power comes from the tool's default toggle rates.
